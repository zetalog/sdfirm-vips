[/design/flow/design.v]
`timescale 100 ps/ 10 ps
module sd_slv_adg (
  rst, clk, bus_width, read, ldad, adln,
  addr, shift, en_rom, sft, stop_en, readq, mem_enq, crc_enq
);
  input  rst;
  input  clk;
  input  [1:0] bus_width;  
  input        read     ;  
  input  [9:0] ldad     ;  
  input  [9:0] adln     ;  
  output [9:0] addr     ;  
  output       shift    ;  
  output       en_rom   ;  
  output       sft      ;  
  output       stop_en  ;  
  output       readq    ;  
  output       mem_enq  ;  
  output       crc_enq  ;  
  reg          readq    ;  
  reg          en_romq  ;  
  reg          en_rom   ;  
  wire         en_romi  ;  
  reg          sft      ;  
  wire         sfti     ;  
  reg          stop_en  ;  
  wire         stop_eni ;  
  reg    [9:0] addr     ;  
  wire   [9:0] addri    ;  
  reg    [9:0] addrend  ;  
  wire   [9:0] addrendi ;  
  reg    [1:0] bitCnt   ;  
  wire   [1:0] bitCnti  ;  
  reg   [10:0] bit1Cnt  ;  
  wire  [10:0] bit1Cnti ;  
  reg          shift    ;  
  wire         shifti   ;  
  reg    [9:0] add_lim;
  wire   [9:0] add_limi;
  reg    [3:0] crcCnt;
  wire   [3:0] crcCnti;
  reg          mem_enq;
  wire         mem_eni;
  reg          crc_enq;
  wire         crc_eni;
  wire         crc_endi;
  reg          crc_endq;
  assign crc_eni=
  (!crc_enq && en_rom && !en_romq) || 
  ( crc_enq && bit1Cnt !=  addrend         && bus_width == 2'b10) ||
  ( crc_enq && bit1Cnt != {addrend, 2'b00} && bus_width == 2'b00);
  assign mem_eni=en_rom;
  assign add_limi=(adln*2);
  assign addrendi=read ? (ldad + add_lim) : addrend;
  assign addri=
  read                                      ? ldad   :
  (en_rom && bus_width == 2'b10)            ? addr+1 :  
  (en_rom && bus_width == 2'b00 && &bitCnt) ? addr+1 :  
  addr;
  assign bitCnti=
  (bus_width == 2'b10          ) ?          2'b00 :
  (bus_width == 2'b00 && read  ) ? bitCnt + 2'b01 : 
  (bus_width == 2'b00 && en_rom) ? bitCnt + 2'b01 : 
  bitCnt;
  assign bit1Cnti=
  readq                                               ?           11'd1 :
  (bit1Cnt == {addrend, 2'b00} && bus_width == 2'b00) ?           11'd0 :
  (bit1Cnt ==  addrend         && bus_width == 2'b10) ?           11'd0 :
  (bit1Cnt   != 11'h0                               ) ? bit1Cnt + 11'd1 :
  bit1Cnt;
  assign shifti=
  (bitCnt != 2'b11 && bus_width == 2'b00) ? 1'b1 : 1'b0;
  assign en_romi=
  (!en_rom && read) || 
  ( en_rom && bit1Cnt != addrend          && bus_width == 2'b10) ||
  ( en_rom && bit1Cnt != {addrend, 2'b00} && bus_width == 2'b00);
  assign crc_endi=crcCnt != 4'd15;
  assign sfti=(
    (!sft && !crc_eni && crc_enq) ||  
    ( sft && crc_endq           )
  );
  assign stop_eni=~sfti & sft;
  assign crcCnti=
  (crcCnt != 4'd0) ? (crcCnt + 4'd1) :  
  sft              ?           4'd1  : crcCnt;
  always @ (posedge clk or posedge rst) begin
    if(rst) begin
      add_lim <= 10'h0;
      addr    <= 10'h0;
      addrend <= 10'h0;
      bitCnt  <=  2'h0;
      bit1Cnt <= 11'd0;
      shift   <=  1'b0;
      en_rom  <=  1'b0;
      en_romq <=  1'b0;
      sft     <=  1'b0;
      stop_en <=  1'b0;
      crcCnt  <=  4'd0;
      crc_endq<=  1'b0;
      readq   <=  1'b0;  
      mem_enq <=  1'b0;
      crc_enq <=  1'b0;
    end
    else begin
      add_lim <= add_limi;
      addr    <= addri;
      addrend <= addrendi;
      bitCnt  <= bitCnti;
      bit1Cnt <= bit1Cnti;
      shift   <= shifti;
      en_romq <= en_rom;
      en_rom  <= en_romi;
      sft     <= sfti;
      stop_en <= stop_eni;
      crcCnt  <= crcCnti;
      crc_endq<= crc_endi;
      readq   <= read;  
      mem_enq <= mem_eni;
      crc_enq <= crc_eni;
    end
  end
endmodule
[/design/flow/run.sh]
#!/bin/bash
# OpenROAD 26Q1-2900-gdf79404cd8, Yosys 0.63+post, stock flow scripts
make -C /OpenROAD-flow-scripts/flow DESIGN_CONFIG=/design/flow/config.mk WORK_HOME=/design/flow/orfs finish
[/design/flow/config.mk]
export PLATFORM = sky130hd
export DESIGN_NAME = sd_slv_adg
export DESIGN_NICKNAME = sd_slv_adg
export VERILOG_FILES = /design/flow/design.v
export SDC_FILE = /design/flow/constraint.sdc
export NUM_CORES = 4
export LEC_CHECK = 1
export CORE_UTILIZATION = 40
[/design/flow/constraint.sdc]
current_design sd_slv_adg

set clk_period 5.9
set clk_io_pct 0.2

create_clock -name clk0 -period $clk_period [get_ports {clk}]

set non_clock_inputs [all_inputs -no_clocks]
set_input_delay [expr $clk_period * $clk_io_pct] -clock clk0 $non_clock_inputs
set_output_delay [expr $clk_period * $clk_io_pct] -clock clk0 [all_outputs]
==> Changelog: implementation <==
## Flow update

- CP Class: in -> reg
- Final slew viol count: 0
- VDD IR max: 0.125 mV
- Final wirelength: 5290 µm
- P&R area growth vs syn: 19.8%
- Num rows: 30
- Crit-path slowest cell: clkdlybuf4s50_1
- WL/cell: 12.7 µm
- Vias per cell: 4.85
- Post-CTS setup buffer count: 0
- Share of cells above drive strength 1: 8.44%
- Pre-Place Util: 42.2%
- Hold Violations, Final: 0
- Largest net degree at the start of global routing: 55
- Met2 wire length: 2450 µm
- PD cells: 290 nW/µm²
- Final HPWL DP: ~3900 µm
- Synth area leader: dfrtp_1
- CTS tree: built
- Min-Delay Path Class: reg -> reg
- Max Used Layer: met4
- Worst Skew: 8.58 ps
- Post-synthesis cell area: approximately 2900 µm²
- Antenna violations before repair: 0
- TritonRoute pass-1 iters: 4
- Fmax: 338 MHz
- Yosys warning tally: 1
- Cts repair resizes: 0
- Reg2Reg Setup Slack: 4010 ps
- Met3 WL: roughly 160 µm
- Unrepaired setup endpoints after global routing: no
- Synth cell types: 41
- Root buffer cell: clkbuf_8
- Critical path origin: ldad[1]
- Die Height: slightly below 90 µm
- Synth area leaders: dfrtp_1, xor2_1, ha_1
- Ports: 42
- Synthesis area per yosys: 2910 µm²
- Worst-path clk slew: 100 ps
- Tcrit/Tclk final: 50.1%
- FF-to-FF path depth: 8
- Vias in the first global route: between 1,500 and 2,000
- Tot Pwr: approximately 1.0 mW
- Crit-path cells: clkdlybuf4s50_1 -> ha_1 -> inv_1 -> fa_1 -> nor2b_1 -> o2111ai_1 -> nand4_1 -> a21oi_1 -> a311o_1
- Initial DRC Count: ~90
- Status: finished clean
- Max Root-Sink Buffers: 2
- RR Startpoint: add_lim[1]
- Critical path arrival: 3150 ps
- Final setup viols: 0
- Residual DRC: 0
- N_diodes: 0
- GR Overflow Total: 0
- RD Place Congestion: between 0.8 and 0.9
- Chip width: 87.3 µm
- Synth Seq Share: 46.4%
- Cells after synthesis: 281
- Maxcap violations: 0
- Rel. slew slack: 55.4%
- Sum of negative setup slack: 0 ps
- Hold WS: 423 ps
- Ys flops: 54
- Tool warning count: 28
- Final worst path period need: 2960 ps
- Peak fanout along the critical path: 2
- Wl on met1: 2660 µm
- Final Util: 50.5%
- CP Capture Type: register
- Yosys cell count: 281
- Num CTS Buffers: 5
- Worst setup path end: addrend[9]
- Max incr delay on CP: 500 ps
- H-tree Lvls: 2
- Core Footprint: a little under 7000 µm²
- Buffers on Ports: about 40
- Clk latency late pin: 300 ps
- CP Depth: 9
- Tot GR Track Use: roughly 16%
- Critical path required time: 6090 ps
- Leakage: ~1.5 nW
- CP startpoint kind: input port
- Worst-Margin Slew: between 600 and 700 ps
- Die area: 7630 µm²
- CTS Sinks: 54
- Count of buffer and inverter cells on the critical path: 2
- First-pass GRT wire length: slightly above 9000 µm
- Mean Syn Cell Area: 10.4 µm²
- Largest delay contributor family on the critical path: adder cells
- Capturing point of the worst reg2reg path: addrend[9]
- Fill count: 657
- Post-route ant nets: 0
- Total number of vias: 2,019
- Hold-fix buffers at CTS: 0
- Top cell area share: 46.4%
[logic make-up (layout without fill, tap and decap cells)]
| family | Yosys count | count (layout) | synth area share [%] |
|---|---|---|---|
| adders and majority gates | 15 | 15 | 6.70 |
| AOI/OAI and AO/OA | 37 | 37 | 7.95 |
| muxes | 9 | 9 | 3.35 |
| xor gates and xnor gates | 45 | 45 | 13.5 |
| DFF | 54 | 54 | 46.4 |
| and+or+nand+nor | 96 | 96 | 17.8 |
| buffers and inverters | 25 | 64 | 4.25 |
[cell usage in the layout, fill, tap and decap left out, types with 2 or more instances in the layout]
| master | count |
|---|---|
| nand4b_1 | 3 |
| a21oi_1 | 7 |
| nand2_1 | 21 |
| inv_1 | 13 |
| nor4_2 | 2 |
| dfrtp_1 | 54 |
| buf_4 | 2 |
| and4_1 | 2 |
| xnor2_1 | 7 |
| mux2i_1 | 3 |
| clkdlybuf4s50_1 | 40 |
| nor2_2 | 4 |
| nor3_1 | 9 |
| nand4_1 | 7 |
| nand2b_1 | 6 |
| o211ai_1 | 3 |
| ha_1 | 14 |
| and3_1 | 3 |
| nand3_1 | 13 |
| nor4_1 | 4 |
| xor2_1 | 38 |
| mux2_2 | 6 |
| clkbuf_8 | 5 |
| o21ai_0 | 19 |
| nor2_1 | 15 |
| nor2b_1 | 3 |
[routing by layer]
metal | vias up | track usage, %
li1 | 1045 | -
met1 | 935 | 25.3
met2 | 37 | 25.1
met3 | 2 | 1.92
met4 | 0 | 1.49
met5 | - | 0
[power breakdown]
part	internal [mW]	total (mW)	leakage (nW)	switching [mW]
registers	0.430	0.504	0.661	0.0739
clock network	0.127	0.247	0.0585	0.119
logic	0.142	0.261	0.810	0.120
[worst min-delay path by stage]
stage	cells past startpoint	to	start
4_1_cts	1	stop_en	crc_endq
5_1_grt	1	stop_en	crc_endq
6_report	1	stop_en	crc_endq
[worst reg2reg max path: cells and delay by family, from the launching register on]
family	cells	cell delay (ps)
adder cells (fa/ha/maj)	2	550
flip-flops	1	340
AND/OR/NAND/NOR	2	290
AND-OR/OR-AND	3	550
buffers and inverters	1	60
[Yosys cell counts]
cell       count
a21oi_1        7
a22oi_1        1
a311o_1        1
a31o_2         1
a31oi_1        1
and2_1         1
and3_1         3
and4_1         2
buf_1          1
buf_2          3
buf_4          1
buf_6          3
clkbuf_1       3
dfrtp_1       54
fa_1           1
ha_1          14
inv_1         14
mux2_2         6
mux2i_1        3
nand2_1       21
nand2b_1       6
nand3_1       13
nand3b_1       1
nand4_1        7
nand4_2        1
nand4b_1       3
nor2_1        15
nor2_2         4
nor2b_1        3
nor3_1         9
nor3_2         1
nor4_1         4
nor4_2         2
o2111ai_1      1
o211ai_1       3
o211ai_4       1
o21ai_0       19
o2bb2ai_1      1
o31ai_1        1
xnor2_1        7
xor2_1        38
[metrics by stage]
stage | setup WS [ps] | std cells | cell area (µm²)
global placement | 2660 | 408 | 3380
floorplan | 3290 | 281 | 2910
global route | 2890 | 416 | 3490
CTS | 2970 | 416 | 3490
finish | 2940 | 416 | 3490
detailed placement | 2640 | 408 | 3380
[flip-flops by register name (all words and copies together), names as in the netlist, 2 cells and up]
register  count
bitCnt        2
crcCnt        4
add_lim       9
addr         10
addrend      10
bit1Cnt      11
[cell type report]
type | count | area (µm²) | share of cell area, %
multi-input cells | 202 | 1440 | 41.2
flip-flops and latches | 54 | 1350 | 38.7
repair buffers | 42 | 415 | 11.9
well taps | 96 | 120 | 3.44
clock buffers | 5 | 68.8 | 1.97
inverters | 14 | 52.6 | 1.51
clock inverters | 3 | 43.8 | 1.25
No activity file was given, so power comes from the tool's default toggle rates.
