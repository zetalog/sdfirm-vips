File: design/flow/design.v
`timescale 100 ps/ 10 ps
module sd_slv_rsp (
  rst, clk, din, size, crc, start, 
  cmd_od, cmd_oe, cmd_od1, cmd_oe1, 
  crc_calc, crc_clrq, ind_clr
);
  input          rst;
  input          clk;    
  input  [135:0] din;    
  input         size;    
  input  [  6:0] crc;    
  input        start;    
  output      cmd_od;    
  output      cmd_oe;    
  output      cmd_od1;   
  output      cmd_oe1;   
  output      crc_calc;
  output      crc_clrq;
  output      ind_clr;
  reg        start_q;
  reg  [  7:0] cnt_q;
  wire [  7:0] cnt_i;
  reg  [135:0] din_q;    
  wire [135:0] din_i;    
  reg          cmd_oe;
  wire         cmd_oei;
  reg          crc_clrq;
  wire         crc_clri;
  reg          cmd_oe1;
  wire         cmd_oe1i;
  reg          cmd_od1;
  wire         cmd_od1i;
  reg          cmd_od0;
  reg          crc_calc;
  wire         crc_calci;
  reg          crc_mux;
  wire         crc_muxi;
  reg  [  6:0] crc_q;
  wire [  6:0] crc_i;
  reg          ind_clr;
  wire         ind_clri;
  assign cnt_i=
  (start && !start_q &&  size) ? 8'd137 :
  (start && !start_q && !size) ? 8'd49  :
  (|cnt_q)                     ? (cnt_q - 8'd1) :
  cnt_q;
  assign din_i  =!(|cnt_q) ? din : {din_q[134:0], 1'b0};
  assign cmd_oei=(!cmd_oe && start && !start_q) || (cmd_oe && cnt_q != 8'd2);
  assign cmd_od=din_q[135];
  assign crc_clri=(cnt_q == 8'd1);
  assign cmd_oe1i =
  (!size && !cmd_oe1 && cnt_q == 8'd48 ) || 
  ( size && !cmd_oe1 && cnt_q == 8'd136) || 
  (          cmd_oe1 && cnt_q != 8'd0 );
  assign ind_clri=cmd_oe1i & ~cmd_oe1;
  assign crc_calci=
  (!crc_calc && start && !start_q && !size) || 
  (!crc_calc && cnt_q == 8'd130   &&  size) || 
  ( crc_calc && cnt_q != 8'd10);
  assign crc_muxi=(!crc_mux && cnt_q == 8'd9) || (crc_mux && cnt_q != 8'd2);
  assign cmd_od1i=!crc_mux ? cmd_od0 : crc_q[6];
  assign crc_i   =!crc_mux ? crc : {crc_q[6:0], 1'b0};
  always @ (posedge clk or posedge rst) begin
    if(rst) begin
      cnt_q   <= 8'h0;
      start_q <= 1'b0;
      din_q   <= 136'h0;
      cmd_oe  <= 1'b0;
      crc_clrq<= 1'b0;
      cmd_oe1 <= 1'b0;
      ind_clr <= 1'b0;
      cmd_od1 <= 1'b0;
      cmd_od0 <= 1'b0;
      crc_calc<= 1'b0;
      crc_mux <= 1'b0;
      crc_q   <= 7'd0;
    end else begin
      cnt_q   <= cnt_i;
      start_q <= start;
      din_q   <= din_i;
      cmd_oe  <= cmd_oei;
      crc_clrq<= crc_clri;
      cmd_oe1 <= cmd_oe1i;
      ind_clr <= ind_clri;
      cmd_od1 <= cmd_od1i;
      cmd_od0 <= cmd_od;
      crc_calc<= crc_calci;
      crc_mux <= crc_muxi;
      crc_q   <= crc_i;
    end
  end  
endmodule
File: design/flow/config.mk
export PLATFORM = sky130hd
export DESIGN_NAME = sd_slv_rsp
export DESIGN_NICKNAME = sd_slv_rsp
export VERILOG_FILES = /design/flow/design.v
export SDC_FILE = /design/flow/constraint.sdc
export NUM_CORES = 4
export LEC_CHECK = 1
export CORE_UTILIZATION = 30
File: design/flow/constraint.sdc
current_design sd_slv_rsp

set clk_period 6.0
set clk_io_pct 0.2

create_clock -name clk0 -period $clk_period [get_ports {clk}]

set non_clock_inputs [all_inputs -no_clocks]
set_input_delay [expr $clk_period * $clk_io_pct] -clock clk0 $non_clock_inputs
set_output_delay [expr $clk_period * $clk_io_pct] -clock clk0 [all_outputs]
File: design/flow/run.sh
#!/bin/bash
# OpenROAD 26Q1-2900-gdf79404cd8, Yosys 0.63+post, stock flow scripts
make -C /OpenROAD-flow-scripts/flow DESIGN_CONFIG=/design/flow/config.mk WORK_HOME=/design/flow/orfs finish
==> summary.txt <==
Notes from the flow run.

Clock network:
- TritonCTS built the clock tree.
- In the CTS report, the clock slew at the register clock pins of the worst setup and hold paths is listed as 0.06 ns.
- The run gives the clock tree root buffer cell as clkbuf_16.
- The run puts the count of cells resized by post-cts repair at 0.
- The tree built by TritonCTS fans out to 160 sinks.
- The run puts the post-CTS setup repair buffer count at 0.
- The run gives the clock network latency to the later pin of the worst-skew pair as just over 0.4 ns.
- Hold repair after CTS inserted 0 buffers.
- The run gives the number of buffers added by the clock tree synthesis step as 17.
- Per the CTS log, the maximum H-tree level is 4.
- CTS reports a maximum clock tree buffer depth of 2.

Yosys:
- Post-synthesis, Yosys gives the total cell area as 0.00668 mm^2.
- The run gives the most used flip-flop cell as dfrtp_1.
- The run gives the count of different cell masters after synthesis as 38.
- The run gives the cell area after synthesis as between 0.006 and 0.007 mm^2.
- The run puts the async set-reset flop share out of synthesis at ~100%.
- Sequential elements use 60.0% of the synthesized area.
- The run puts the average footprint of a synthesized cell at approximately 17 um^2.
- The run gives the yosys cell count as just under 400.
- In this run, synthesis produced a sequential element count of ~160.
- The synthesized design contains 0 enable-type register cells.
- The run puts the synthesis warning total at 1.
- The run gives the synthesized instance count as 392.

Global route:
- The run puts the number of antenna violations at the first check in global routing at 1.
- The run gives the via count of the first global-routing pass as roughly 3,800.
- The run puts the maximum number of pins on one net before global-route repair at about 69.
- The first global-routing pass estimated between 15 and 20 mm of wire.
- The total overflow left after global routing is 0.
- Global routing used a little under an eighth of the available tracks.

Worst setup path:
- The timing report notes that buffer and inverter cells on the critical path total 1.
- The run gives the capturing element type of the critical path as a flop.
- The run gives the data required time of the worst path as 6.29 ns.
- On the worst path, the slowest cell contributes a delay of around 0.69 ns.
- The run gives the critical path arrival as about 3.0 ns.
- For this design, the slowest cell found on the critical path is nand3_4.
- STA classifies the critical path startpoint as a flop.
- The run gives the cell family contributing the most delay on the critical path as simple AND/OR/NAND/NOR gates.
- The worst setup path is of the flop to flop kind.
- Walking the worst path, the cells encountered are nor4_4, nand3_4, buf_4, mux2_1.
- The run gives the biggest fanout along the worst timing path as around 40.

Flow run:
- The run gives the number of max-cap violations as 0.
- The run gives the number of OpenROAD warnings as 28.

Floorplanning:
- The run puts the top-level I/O count at roughly 150.
- The initial utilization of the core area, before any placement, comes to just over 30%.
- From bottom edge to top edge, the die measures 151 um.
- The run gives the core region area as ~0.022 mm^2.
- Per the OpenROAD floorplan log, the area of the die is 0.0229 mm^2.
- The run gives the horizontal die dimension as ~150 um.
- The run gives the count of standard-cell rows as 54.

Final timing:
- The run puts the actual slew at the worst max-slew pin at 0.846 ns.
- The run gives the setup clock skew after layout as 0.00942 ns.
- The run gives the final tally of hold violations as 0.
- For this run, the final setup violation count is recorded as 0.
- The final timing report derives a shortest allowable period of between 2 and 3 ns.
- The run gives the final worst-path cycle share as 45.1%.
- The run gives the max-slew violation total from the final report as 0.
- Setup repair after global routing left no endpoint under its margin.
- The run gives the remaining max-slew budget at the tightest pin as around 44%.
- The flow reports an fmax of 370 MHz.
- The run puts the setup total negative slack at 0 ns.

Routing:
- The run gives the detailed-routing iteration count for the pre-antenna-repair pass as 4.
- The routed design has about 13 mm of wire.
- The detailed router placed roughly 3,700 vias in this run.
- The run gives the number of nets with antenna violations after routing as 0.
- The violation tally recorded at the end of detailed-routing iteration 0 is between 200 and 250.
- The run puts the routed length per placed instance at between 10 and 15 um.
- The run puts the DRC violation count after routing at 0.
- The run gives the post-detailed-route via-to-cell ratio as 4.36.

Hold path:
- The run gives the path category of the worst min-delay check as flop to flop.

Outcome:
- The run finished with clean final reports.

Finish:
- With fillers left out, the area of the finished cells amounts to between 0.009 and 0.01 mm^2.
- The run puts the fraction of layout instances using a drive strength above 1 at 31.1%.
- In the final layout, flip-flops and latches occupy approximately 0.0040 mm^2.
- Cells fill roughly two fifths of the core in the end.
- The run gives the combinational cell area excluding buffers and inverters as 0.00246 mm^2.
- The run gives the area growth from synthesis to layout as 35.4%.
- The run puts the fill cell total of the finished layout at 1,913.
- After the flow finishes, the layout carries non-filler instances totaling approximately 840.

Pwr:
- For this design the ratio of total power to cell area is 449 mW/mm^2.
- VDD sags by at most between 0.15 and 0.2 mV.
- The run puts the leakage power at about 4.2 nW.

Placement:
- The run gives the estimated wirelength of the detail-placed design as ~8.0 mm.
- The run gives the post-place instance area as about 0.0084 mm^2.
- As logged by OpenROAD, the buffers inserted on ports number between 150 and 200.
- The run puts the global placer's final weighted congestion at around 0.79.
- The run puts the instance count after placement with tap cells included at between 800 and 900.
[placed cells by master, fill, tap and decap left out, types with 2 or more instances in the layout]
cell             count
o21ai_0              6
xnor2_1              2
a31oi_1              4
a211oi_1             2
nand2b_1             5
a21oi_1              2
inv_6                5
nor3b_1              2
dfrtp_1            160
ha_1                 4
nor2_1               4
mux2i_1              2
clkinvlp_4           3
clkbuf_16           17
nor4_1               3
buf_4                3
clkdlybuf4s50_1    153
or4_1                2
inv_1                5
o211ai_1             2
bufinv_16            3
nor3_1               3
nor2b_1              2
mux2_2              28
nor4bb_1             2
mux2_1               7
o41ai_1              2
mux2_4             107
clkinv_4             2
[path summary, 6_finish.rpt]
check	start	endpoint	slack, ns	cells after the start
max in group asynchronous	rst	din_q[53]$_DFF_PP0_	3.63	3
setup / recovery	cnt_q[4]$_DFFE_PP0P_	din_q[111]$_DFF_PP0_	3.30	4
hold / removal	din_q[135]$_DFF_PP0_	cmd_od0$_DFF_PP0_	0.43	0
min in group asynchronous	rst	din_q[23]$_DFF_PP0_	1.23	2
setup reg to reg	cnt_q[4]$_DFFE_PP0P_	din_q[111]$_DFF_PP0_	3.30	4
hold reg to reg	din_q[135]$_DFF_PP0_	cmd_od0$_DFF_PP0_	0.43	0
[worst reg2reg max path, delay by kind of cell (launching register included)]
family | cells | cell delay [ns]
and+or+nand+nor | 2 | 1.15
muxes | 1 | 0.37
DFF | 1 | 0.48
buffers and inverters | 1 | 0.59
[logic make-up (layout without fill, tap and decap cells)]
| kind of cell | after synthesis | in the layout | synth area share (%) |
|---|---|---|---|
| flops | 160 | 160 | 60.0 |
| buf+inv | 28 | 195 | 3.28 |
| fa+ha+maj | 4 | 4 | 0.750 |
| simple gates | 30 | 30 | 3.15 |
| mux | 144 | 144 | 30.3 |
| compound gates | 24 | 24 | 2.32 |
| xor+xnor | 2 | 2 | 0.262 |
| other cells | 0 | 1 | 0 |
[registers in the layout, indices dropped and copies added, names as in the netlist]
signal / cells
ind_clr: 1
crc_calc: 1
cmd_oe1: 1
cmd_od1: 1
crc_q: 7
crc_mux: 1
cnt_q: 8
start_q: 1
cmd_od0: 1
crc_clrq: 1
cmd_oe: 1
din_q: 136
[metrics by stage]
step | hold WS [ns] | total power, mW | setup slack [ns]
finish | 0.430 | 4.06 | 3.30
global route | 0.436 | 4.29 | 3.13
CTS | 0.437 | 4.11 | 3.26
detailed placement | 0.432 | 2.94 | 3.10
global placement | 0.440 | 2.93 | 3.12
floorplan | 0.331 | 2.67 | 0.480
[cells in the mapped netlist (2+ instances only)]
library cell,number,area [um^2]
buf_6,15,169
xnor2_1,2,17.5
mux2_4,107,1610
nor2_1,4,15.0
a31oi_1,4,25.0
nor3b_1,2,15.0
o211ai_1,2,15.0
a21oi_1,2,10.0
mux2i_1,2,20.0
nor4_1,3,18.8
mux2_1,7,78.8
mux2_2,28,315
o41ai_1,2,17.5
inv_1,6,22.5
a211oi_1,2,15.0
o21ai_0,6,30.0
nor3_1,3,15.0
ha_1,4,50.1
dfrtp_1,160,4000
clkbuf_1,6,22.5
nor2b_1,2,12.5
or4_1,2,15.0
nor4bb_1,2,20.0
nand2b_1,5,31.3
[routing by layer]
metal	GRT usage [%]	vias to the layer above	wire, um
li1	-	1692	-
met1	17.4	1829	5800
met2	17.1	129	5720
met3	3.26	9	895
met4	1.15	0	108
met5	0	-	0
[where the power goes]
group | switching [mW] | internal [mW]
sequential | 0.206 | 1.57
clock | 0.446 | 0.676
combinational | 0.342 | 0.815
[area by class of cell]
type | count | share of cell area (%)
Tap cell | 280 | 3.88
Antenna cell | 1 | 0.0277
Sequential cell | 160 | 44.3
Clock buffer | 19 | 4.90
Timing Repair Buffer | 157 | 17.4
Clock inverter | 13 | 1.95
Inverter | 6 | 0.305
Multi-Input combinational cell | 204 | 27.2
Power figures rest on the tool's default switching activity, not on a simulated workload.
