==> /design/flow/config.mk <==
export PLATFORM = sky130hd
export DESIGN_NAME = sd_slv_cmr
export DESIGN_NICKNAME = sd_slv_cmr
export VERILOG_FILES = /design/flow/design.v
export SDC_FILE = /design/flow/constraint.sdc
export NUM_CORES = 4
export LEC_CHECK = 1
export CORE_UTILIZATION = 40
==> /design/flow/constraint.sdc <==
current_design sd_slv_cmr

set clk_period 2.6
set clk_io_pct 0.2

create_clock -name clk0 -period $clk_period [get_ports {clk}]

set non_clock_inputs [all_inputs -no_clocks]
set_input_delay [expr $clk_period * $clk_io_pct] -clock clk0 $non_clock_inputs
set_output_delay [expr $clk_period * $clk_io_pct] -clock clk0 [all_outputs]
==> /design/flow/design.v <==
`timescale 100 ps/ 10 ps
module sd_slv_cmr(
  rst, clk, cmd_in, ind_clr, size, ind, arg, ok, rsp_end, acmd_06, c_state,
  crc_clrq, cmd_inq2, crc_calc_enq, crc_clac, rca_q, 
  cmd_16, cmd_17, blk_len_by, bus_width, start_add_q
);
input         rst;
input         clk;    
input         cmd_in; 
input        ind_clr; 
input         size  ; 
output [ 5:0] ind;    
output [31:0] arg;    
output        ok;     
output   rsp_end;     
input    acmd_06;
input  [3:0] c_state; 
output        crc_clrq;
output        cmd_inq2;
output        crc_calc_enq;
input   [6:0] crc_clac;
output [15:0]    rca_q;
input         cmd_16;
input         cmd_17;
output [31:0] blk_len_by;
output [ 1:0] bus_width;
output [31:0] start_add_q;
reg           ok;     
wire          ok1;
reg       rsp_end;    
wire      rsp_endi;   
reg [1:0] ps, ns;
parameter IDLE=2'b00;
parameter CINP=2'b01; 
parameter CRCM=2'b10; 
reg        crc_calc_enq;  
wire       crc_calc_eni;  
reg        crc_from_cmq;  
wire       crc_from_cmi;  
reg  [6:0] crc_regq;
wire [6:0] crc_regi;
reg        cmd_q;
wire       cmd_start;
wire       rsp_start;
reg  [7:0] rsp_cnt_q;
wire [7:0] rsp_cnt_i;
reg  [7:0] cmd_cnt_q;
wire [7:0] cmd_cnt_i;
reg  crc_clrq;
wire crc_clri;
reg  cmd_inq1, cmd_inq2;
reg         ind_shiftq;
wire        ind_shifti;
reg  [ 5:0] ind;    
wire [ 5:0] indi; 
reg         arg_shiftq;
wire        arg_shifti;
reg  [31:0] arg;    
wire [31:0] argi; 
reg  [15:0] rca_q;
wire [15:0] rca_i;
reg         rca_shift_q;
wire        rca_shift_i;
reg  [31:0] blk_len_by;
wire [31:0] blk_len_byi;
reg  [31:0] cmd_reg_in_q;
wire [31:0] cmd_reg_in_i;
reg         reg_shift_q;
wire        reg_shift_i;
reg  [ 1:0] bus_width;
wire [ 1:0] bus_widthi;
reg  [ 1:0] bus_width_q;
wire [ 1:0] bus_width_i;
reg  [31:0] start_add_q;
wire [31:0] start_add_i;
assign rca_shift_i=
(!rca_shift_q && cmd_cnt_q == 8'd8) || (rca_shift_q && cmd_cnt_q != 8'd23);
assign rca_i=rca_shift_q ? {rca_q[14:0], cmd_in} : rca_q;
assign reg_shift_i=
(!reg_shift_q && cmd_cnt_q == 8'd8) || (reg_shift_q && cmd_cnt_q != 8'd39);
assign cmd_reg_in_i=reg_shift_q ? {cmd_reg_in_q[30:0], cmd_in} : cmd_reg_in_q;
assign blk_len_byi=cmd_16  ? cmd_reg_in_q      : blk_len_by;
assign start_add_i=cmd_17  ? cmd_reg_in_q      : start_add_q;
assign bus_widthi =acmd_06 ? cmd_reg_in_q[1:0] : bus_width;
assign crc_calc_eni=
(!crc_calc_enq && cmd_start) || 
( crc_calc_enq && cmd_cnt_q != 8'd41  && !size) ||
( crc_calc_enq && cmd_cnt_q != 8'd129 &&  size);
assign crc_regi    =crc_from_cmq ? {crc_regq[5:0], cmd_in} : crc_regq;
assign crc_from_cmi=
(!crc_from_cmq && cmd_cnt_q == 8'd39  && !size) || 
(!crc_from_cmq && cmd_cnt_q == 8'd127 &&  size) || 
( crc_from_cmq && cmd_cnt_q != 8'd46  && !size) ||
( crc_from_cmq && cmd_cnt_q != 8'd134 &&  size);
assign cmd_start=!(|cmd_cnt_q) && !(|rsp_cnt_q) && ( cmd_in && !cmd_q);
assign rsp_start=!(|cmd_cnt_q) && !(|rsp_cnt_q) && (!cmd_in && !cmd_q);
assign rsp_endi =rsp_cnt_q == 8'd135;
assign rsp_cnt_i=
( rsp_cnt_q == 8'd0   && rsp_start) ? 8'd2              : 
( rsp_cnt_q == 8'd47  && !size    ) ? 8'd0              :
( rsp_cnt_q == 8'd135 &&  size    ) ? 8'd0              :
(|rsp_cnt_q)                        ?(rsp_cnt_q + 8'd1) :
rsp_cnt_q;
assign cmd_cnt_i=
( cmd_cnt_q == 8'd0   && cmd_start) ? 8'd2              : 
( cmd_cnt_q == 8'd47  && !size    ) ? 8'd0              :
( cmd_cnt_q == 8'd135 &&  size    ) ? 8'd0              :
(|cmd_cnt_q)                        ?(cmd_cnt_q + 8'd1) :
cmd_cnt_q;
assign crc_clri=(
  (!size && cmd_cnt_q == 8'd46) || (size && cmd_cnt_q == 8'd133) ||
  (!size && rsp_cnt_q == 8'd46) || (size && rsp_cnt_q == 8'd133)
);
assign oki     =crc_clrq && (crc_clac == crc_regq);
assign ind_shifti=
(!ind_shiftq && cmd_start) || (ind_shiftq && cmd_cnt_q != 8'd7);
assign indi=
ind_clr    ? 6'd0               :
ind_shiftq ? {ind[4:0], cmd_in} : 
ind;
assign arg_shifti=
(!arg_shiftq && cmd_cnt_q == 8'd7) || 
( arg_shiftq && cmd_cnt_q != 8'd39);
assign argi=arg_shiftq ? {arg[30:0], cmd_in} : arg;
always @ (posedge clk or posedge rst) begin
  if(rst) begin
    cmd_q       <= 1'b1;
    cmd_cnt_q   <= 8'd0;
    rsp_cnt_q   <= 8'd0;
    crc_calc_enq<= 1'b0;
    crc_regq    <= 7'h0;
    crc_from_cmq<= 1'b0;
    cmd_inq1    <= 1'b1;
    cmd_inq2    <= 1'b1;
    crc_clrq    <= 1'b0;
    ok          <= 1'b0;
    ind_shiftq  <= 1'b0;
    ind         <= 6'h0;
    arg_shiftq  <= 1'b0;
    arg         <=32'h0;
    rsp_end     <= 1'b0;
    rca_q       <=16'h0;
    rca_shift_q <= 1'b0;
    blk_len_by  <=32'h0;
    start_add_q <= 1'b0;
    cmd_reg_in_q<=32'h0;
    bus_width   <= 1'b0;
    bus_width_q <= 1'b0;
    reg_shift_q <= 1'b0;
  end else begin
    cmd_q       <= cmd_in;
    cmd_cnt_q   <= cmd_cnt_i;
    rsp_cnt_q   <= rsp_cnt_i;
    crc_calc_enq<= crc_calc_eni;
    crc_regq    <= crc_regi;
    crc_from_cmq<= crc_from_cmi;
    cmd_inq1    <= cmd_in;
    cmd_inq2    <= cmd_inq1;
    crc_clrq    <= crc_clri;
    ok          <= oki;
    ind_shiftq  <= ind_shifti;
    ind         <= indi;
    arg_shiftq  <= arg_shifti;
    arg         <= argi;
    rsp_end     <= rsp_endi;
    rca_q       <= rca_i;
    rca_shift_q <= rca_shift_i;
    blk_len_by  <= blk_len_byi;
    start_add_q <= start_add_i;
    cmd_reg_in_q<= cmd_reg_in_i;
    bus_width   <= bus_widthi;
    bus_width_q <= bus_width_i;
    reg_shift_q <= reg_shift_i;
  end
end
endmodule
==> /design/flow/run.sh <==
#!/bin/bash
# OpenROAD 26Q1-2900-gdf79404cd8, Yosys 0.63+post, stock flow scripts
make -C /OpenROAD-flow-scripts/flow DESIGN_CONFIG=/design/flow/config.mk WORK_HOME=/design/flow/orfs finish
==> flow_summary.toml <==
# flow metrics
[outcome]
outcome = "completed"

[logic_synthesis]
synth_cell_types = 45
yosysWarnings = 2
synthTopCellsByArea = "dfrtp_1 (62%), mux2_2 (23%), ha_1 (1.3%), xnor2_1 (1.3%), mux2i_1 (1.2%)"
synthCells = 495
top_area_frac = 0.619
yosysMostFrequentCell = "dfrtp_1"
avgSynthCellArea_um2 = 15.0
edf_count = 0
largest_area_cell = "dfrtp_1"
netlist_area_um2 = 7440
ys_seq_share = 0.626
common_cells = "dfrtp_1 (184), mux2_2 (153), nor2_1 (19), clkbuf_1 (14), xnor2_1 (11)"
yosys_area_um2 = 7440
synthFlopType = "dfrtp_1"
yosys-stat-cells = 495
async_reset_ff_frac = 1.00
ys.flops = 186

[floorplan]
die_w_um = 138
die.size.y_um = 138
coreArea_um2 = 18100
rows = 49
fp_util = 0.411
chipArea_um2 = 19100
pin_count = 144

[detailed_routing]
drtIter0Drc = 197
routed_wl_um = 13800
postRouteAntennaNets = 0
num_vias = 4412
drc = 0
wire_per_inst_um = 15.8
n_antenna_cell = 0
dr.pass1.iters = 22
viasPerCell = 5.04

[final_timing]
tns_ps = 0
min_period_ps = 2050
worstMarginPinSlew_ps = 715
finClkSkew_ps = 6.85
setup_viol = 0
setup_ws_ps = 547
drv_slew = 0
hold_viol = 0
period_used_share = 0.790
rsz0062_at_grt = "no"
slew_headroom = 0.523
clock.fmax_mhz = 487

[setup_path]
r2r_setup_slack_ps = 670
r2r-end = "ind_shiftq"
cp-end-kind = "flop"
path_max_fanout = 7
rr_worst_depth = 6
critical_path_required_ps = 2870
start_kind = "primary input"
worstReg2RegStart = "cmd_cnt_q[0]"
cp_data_arrival_time_ps = 2330
endpoint = "cmd_cnt_q[7]"
worst-setup-path-type = "primary input to flop"
startpoint = "size"

[place]
place_worst_setup_slack_ps = 224
gp_congestion = 0.814
numPortBuffers = 139
placed_cells = 845
dpl.hpwl_um = 9050

[clock_tree]
cts_setup_buffers = 0
cts_tree = "built"
cts_buffers = 17
holdBufCountCts = 0
worstSkewPairLatency_ps = 410
cts-root-buf = "clkbuf_16"
cts_resized = 0
htreeDepth = 4
clkTransAtPathRegs_ps = 60
cts_sinks = 186
cts_buffer_depth = 2

[grt]
gr-total-overflow = 0
grt_max_degree = 118
grt.total_usage = 0.157
grt_pass1_vias = 4438
grt_pass1_wl_um = 23400
antenna_found_initial = 0

[power_and_ir_drop]
finalPower_mw = 9.30
power_leakage_nw = 4.47
p_per_area_nw_per_um2 = 959
irDropWorstVdd_uv = 528

[cells_and_area]
stdcell_count = 875
fill_cells = 1439
regArea_um2 = 4660
area_growth_pct = 30.3
drive_gt1_frac = 0.308
logic_area_um2 = 2650

[flow_run]
warning_count = 38
drv_cap = 0

[min_path]
hold_class = "flop to flop"
timing.hold.worst_path_depth = 0
## report_power, final
| part | internal (mW) | switching [mW] |
|---|---|---|
| clock | 1.53 | 1.03 |
| combinational | 1.63 | 0.735 |
| sequential | 3.59 | 0.773 |
| total | 6.75 | 2.54 |
## state kept, by name, indices dropped and copies added, names as in the netlist
signal,cells
rca_q,16
crc_calc_enq,1
reg_shift_q,1
arg_shiftq,1
cmd_cnt_q,8
ind_shiftq,1
cmd_inq2,1
crc_clrq,1
rsp_end,1
bus_width,2
crc_from_cmq,1
cmd_reg_in_q,32
cmd_inq1,1
blk_len_by,32
rsp_cnt_q,8
ok,1
rca_shift_q,1
start_add_q,32
ind,6
arg,32
crc_regq,7
## worst min path at each step
stage         from  slack (ps)  endpoint
4_1_cts   cmd_inq1         410  cmd_inq2
6_report  cmd_inq1         410  cmd_inq2
5_1_grt   cmd_inq1         420  cmd_inq2
## area by class of cell
type                       instances  area share
tap                              229      0.0296
clock buffer                      19      0.0457
inverter                           9     0.00387
clock inverter                    11      0.0151
timing repair buffer             145       0.152
sequential                       186       0.480
multi-input combinational        276       0.273
## cells in the final DEF, fill, tap and decap left out, types with 3 or more instances in the layout
| cell type | synthesis | routed |
|---|---|---|
| clkdlybuf4s50_1 | 0 | 139 |
| nand2_1 | 7 | 7 |
| inv_1 | 9 | 8 |
| nor4bb_1 | 3 | 3 |
| dfrtp_1 | 184 | 184 |
| and3_1 | 5 | 5 |
| mux2i_1 | 9 | 9 |
| bufinv_16 | 0 | 3 |
| o21ai_0 | 3 | 3 |
| xnor2_1 | 11 | 11 |
| buf_4 | 0 | 3 |
| clkinv_2 | 0 | 3 |
| nand4_1 | 7 | 7 |
| clkinvlp_4 | 0 | 3 |
| clkbuf_16 | 0 | 17 |
| mux2_2 | 153 | 153 |
| buf_12 | 0 | 3 |
| xor2_1 | 8 | 8 |
| nor2_1 | 19 | 19 |
| ha_1 | 8 | 8 |
| nand3_1 | 8 | 8 |
| nor3_1 | 5 | 5 |
## critical path, stage by stage
cell and delay (ps):
clkdlybuf4s50_1 620, nor4bb_1 450, nand3_1 190, a21oi_1 420, nor3_1 120
## routing by layer
metal	vias up	track usage	wire [um]
met5	-	0	0
li1	2035	-	-
met1	2271	0.245	6410
met2	96	0.243	6550
met3	10	0.0342	708
met4	0	0.0189	165
## through the flow
step	area, um2	utilization	hold slack [ps]
after floorplan	7440	-	386
after global placement	9100	0.503	401
after detailed placement	9100	0.503	401
after CTS	9690	0.536	412
after global routing	9690	0.536	418
final	9690	0.536	412
## cells by family after synthesis
| logic type | share of synthesized area |
|---|---|
| compound gates | 0.0165 |
| buf+inv | 0.0180 |
| xor+xnor | 0.0224 |
| flops | 0.626 |
| mux | 0.245 |
| fa+ha+maj | 0.0135 |
| simple gates | 0.0585 |
